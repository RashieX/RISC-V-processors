File: design/flow/design.v
`timescale 1ns / 1ps
module Instruction_fetch(
    input clk,
    input reset,
    input pcsrc,
    input [7:0] PC2,
    output wire [7:0] PC_out,
    output wire[7:0] Instruction_code
    );
    reg[7:0] PC;
    Instruction_memory mod(PC, reset, Instruction_code);
    always@(posedge clk, negedge reset)
    begin
    if(reset ==0)
    PC <= 0;
    else 
    PC <= pcsrc ? PC2 : (PC + 1);
    end 
    assign PC_out = PC;
endmodule
`timescale 1ns / 1ps
module Instruction_memory(
     input wire[7:0] pc,
     input reset,
     output wire[7:0] instr
    );
    reg[7:0] array_mem[255:0];
     always@(reset)
      begin 
       if(reset == 0)
         begin
       array_mem[0] = 8'b00011101;
       array_mem[1] = 8'b01011001; 
       array_mem[2] = 8'b00101011;
        array_mem[3] = 8'b11000101; 
        array_mem[4] = 8'b01101011;   
        array_mem[5] = 8'b0000010;                    
     end
    end
     assign instr = array_mem[pc];
endmodule
File: design/flow/run.sh
#!/bin/bash
# OpenROAD 26Q1-2900-gdf79404cd8, Yosys 0.63+post, stock flow scripts
make -C /OpenROAD-flow-scripts/flow DESIGN_CONFIG=/design/flow/config.mk WORK_HOME=/design/flow/orfs finish
File: design/flow/config.mk
export PLATFORM = sky130hd
export DESIGN_NAME = Instruction_fetch
export DESIGN_NICKNAME = Instruction_fetch
export VERILOG_FILES = /design/flow/design.v
export SDC_FILE = /design/flow/constraint.sdc
export NUM_CORES = 4
export LEC_CHECK = 1
export CORE_AREA = 10 10 77 77
export DIE_AREA = 0 0 87 87
File: design/flow/constraint.sdc
current_design Instruction_fetch

set clk_period 3.8
set clk_io_pct 0.2

create_clock -name clk0 -period $clk_period [get_ports {clk}]

set non_clock_inputs [all_inputs -no_clocks]
set_input_delay [expr $clk_period * $clk_io_pct] -clock clk0 $non_clock_inputs
set_output_delay [expr $clk_period * $clk_io_pct] -clock clk0 [all_outputs]
==> Changelog: implementation <==
### Metrics

* R2R depth at 3
* Grt ovf at 0
* Critical R2R Capture: PC[7]
* Avg Cell Area, Syn at 8.432 um2
* Total GRT Usage at 4.514%
* Hold Path Origin: PC[0]
* # rows at 24
* Vias in the first global route at 572
* CTS root buf: clkbuf_8
* Max-area cell share at 34.41%
* Die ar. at 7569 um2
* Post-Route WL at 1.804 mm
* Distinct lib cells at 26
* Commonest Layout Cell: clkdlybuf4s50_1
* Max FFs per register at 8
* Worst reg2reg setup slack at 2.25 ns
* Synthesis area per yosys at 581.8 um2
* Lkg Pwr at 0.3565 nW
* Mapped Area at 581.8 um2
* CTS Hold Bufs at 0
* Dpl hpwl at 1.505 mm
* Core Area at 4354 um2
* Chip Height at 87 um
* RSZ-0062 raised after global routing: false
* Clk sinks at 8
* Vias at 562
* # resized after CTS at 0
* Final period utilization at 73.51%
* Ant. Diodes at 0
* Drt pass-1 iters at 4
* DRC Markers at 0
* Htree depth at 1
* Tool Warnings at 28
* WS Path Type: register to output port
* Max stage delay on crit path at 0.59 ns
* Hold WC Path Type: register to register
* First-pass GRT wire length at 2.787 mm
* Area growth from synthesis to layout at 60.22%
* Power per cell area at 335.1 nW/um2
* Final setup violation count at 0
* CP Data Arrival Time at 2.03 ns
* EDFF count, synth at 0
* Status: complete, no violations
* DR WL/cell at 12.27 um
* Cell count listed in synth_stat.txt at 69
* # IOs at 27
* Post-synth regs at 8
* Peak supply drop at 92.42 uV
* Final Critical Period at 2.793 ns
* WP buf/inv at 1
* F_max at 0.3580 GHz
* Worst hold path cell count at 1
* Hold WS at 0.5945 ns
* Syn Inst Count at 69
* Worst-Margin Slew at 0.5014 ns
* Max clock buf depth at 2
* CTS tree: done
* Drt via density at 3.823
* Async set-or-reset flop fraction in the synthesized netlist at 100.0%
* Clock skew at 0.001275 ns
* CP Cell Sequence: or4_4 -> nor4_1 -> clkdlybuf4s50_1
* Inserted Clock Buffers at 3
* Fp_density at 13.36%
* TNS Setup at 0 ns
* CP max-delay cell: or4_4
* Dominant flop cell: dfrtp_1
* Register area share after synthesis at 34.41%
* Initial antenna violation count at 0
* # fillers at 452
* Total of max-cap violations at 0
* GPL Wtd Cong at 0.8369
* Chip width at 87 um
* Layout cell share with drive strength beyond 1 at 6.316%
* Number of port buffers at 26
* Req. time, crit path at 3.04 ns
* Final Max Slew Viols at 0
* Startpoint types: register
* Top flop regs: PC (8)
* Dominant delay contributor by cell family on the critical path: simple AND/OR/NAND/NOR gates
* Critical Path Fanout Max at 6
* Yosys warnings at 2003
* Most frequent cells in the layout: clkdlybuf4s50_1, nand2_1, dfrtp_1, o21ai_0
* Insertion Delay late pin at 0.22 ns
* Slew HR at 66.47%
* Largest reg by FF count: PC
* Clock slew at reported path FFs at 0.04 ns
* Endpoint class of the critical path: output port
* Post-CTS setup buffer count at 0
* Synth area leaders: dfrtp_1, ha_1, nand2_1, o21ai_0, nand3_1
* WHS Endpoint: PC[0]
* Largest net degree at the start of global routing at 17
* Fin. Hold Viols at 0
* Final core occ at 21.41%
* FF-to-FF Start: PC[2]
* DRT iter0 DRCs at 40
* Post-synth top area cell: dfrtp_1
* ANT nets after route at 0
## metrics by stage
step           instances  cell area [um2]  setup WS, ns  total power [mW]
6_report             147            932.1         1.007            0.3123
5_1_grt              147            932.1        0.9038            0.3351
4_1_cts              147            932.1         1.003            0.3188
3_5_place_dp         144            890.9         1.244            0.2181
3_3_place_gp         144            890.9         1.261            0.2173
2_1_floorplan         69            581.8         1.826            0.1643
## synth_stat cells (2+ instances only)
cell type,count
nor4_1,2
inv_1,3
dfrtp_1,8
nand2b_1,2
xor2_1,2
o211ai_1,2
o311a_1,2
nand2_1,11
nand3_1,5
nor2_1,5
ha_1,4
or4_1,2
o21ai_0,6
nor3_1,3
## metal layers
layer | vias up | wire length (um) | GRT usage, %
met4 | 0 | 13 | 0.7364
met3 | 2 | 286 | 2.925
met1 | 241 | 778 | 5.692
met5 | - | 0 | 0
li1 | 302 | - | -
met2 | 17 | 726 | 6.396
## worst max path at each step
stage	from	end	slack [ns]	cells after the start
4_1_cts	PC[5]	Instruction_code[5]	1.00	3
5_1_grt	PC[5]	Instruction_code[5]	0.90	3
6_report	PC[5]	Instruction_code[5]	1.01	3
## area by class of cell
type,count,area (um2),area share [%]
well taps,52,65.06,6.980
repair buffers,26,260.3,27.92
inverters,3,11.26,1.208
clock buffers,3,41.29,4.430
flip-flops and latches,8,200.2,21.48
multi-input cells,55,354.1,37.99
## power by group
| part | leakage [nW] | total [mW] | switching, mW | internal (mW) |
|---|---|---|---|---|
| Clock | 0.0216 | 0.0973 | 0.0291 | 0.0682 |
| Sequential | 0.0963 | 0.118 | 0.0215 | 0.0963 |
| Combinational | 0.239 | 0.0973 | 0.0403 | 0.0570 |
| Total | 0.357 | 0.312 | 0.0908 | 0.222 |
## worst reg2reg max path: stages (launching register included)
cell and delay, ns:
dfrtp_1 0.54, nand3_1 0.25, o311a_1 0.38, a221o_1 0.26
## logic make-up after synthesis
logic type / after synthesis / share of synthesized area [%]
and+or+nand+nor: 34 / 30.11
AOI/OAI and AO/OA: 13 / 15.70
adders and majority gates: 4 / 8.602
xor gates and xnor gates: 3 / 4.517
muxes: 1 / 1.935
buffers and inverters: 6 / 4.730
DFF: 8 / 34.41
Power and IR drop assume default switching activity.
