**/design/flow/config.mk**
```make
export PLATFORM = sky130hd
export DESIGN_NAME = ID_EX
export DESIGN_NICKNAME = ID_EX
export VERILOG_FILES = /design/flow/design.v
export SDC_FILE = /design/flow/constraint.sdc
export NUM_CORES = 4
export LEC_CHECK = 1
export CORE_AREA = 10 10 104 104
export DIE_AREA = 0 0 114 114
```
**/design/flow/constraint.sdc**
```tcl
current_design ID_EX

set clk_period 1.0
set clk_io_pct 0.2

create_clock -name clk0 -period $clk_period [get_ports {clk}]

set non_clock_inputs [all_inputs -no_clocks]
set_input_delay [expr $clk_period * $clk_io_pct] -clock clk0 $non_clock_inputs
set_output_delay [expr $clk_period * $clk_io_pct] -clock clk0 [all_outputs]
```
**/design/flow/design.v**
```verilog
`timescale 1ns / 1ps
module ID_EX(
     input clk, reset, 
     input reg_Write, alucntrl, alusrc, memtoreg, pcsrc,
     input [7:0] data1, Imm_result_in,
     input [2:0] source_address, write_address,
     input [7:0] PC_in,
     output reg regWrite, Alucntrl, Alusrc, Memtoreg, PCsrc, 
     output reg [7:0] data1_out, Imm_result_out,
     output reg [2:0] SourceAddress,WriteAddress,
     output reg [7:0] PC_out
    );
    always @(posedge clk, negedge reset)
      begin 
         if(reset == 0)
           begin 
               regWrite = 1'b0;
               Alucntrl = 1'b0;
               Alusrc = 1'b0;
               Memtoreg = 1'b0;
               PCsrc = 1'b0;
               data1_out = 32'b0;
               Imm_result_out = 32'b0;
               SourceAddress = 3'b0;
               WriteAddress = 3'b0;
               PC_out = 8'b0;
            end
         else 
           begin 
             regWrite = reg_Write;
             Alucntrl = alucntrl;
             Alusrc = alusrc;
             Memtoreg = memtoreg;
             PCsrc = pcsrc; 
             data1_out = data1;
             Imm_result_out = Imm_result_in;
             SourceAddress = source_address;
             WriteAddress = write_address;
             PC_out = PC_in;
           end 
        end
endmodule
```
**/design/flow/run.sh**
```bash
#!/bin/bash
# OpenROAD 26Q1-2900-gdf79404cd8, Yosys 0.63+post, stock flow scripts
make -C /OpenROAD-flow-scripts/flow DESIGN_CONFIG=/design/flow/config.mk WORK_HOME=/design/flow/orfs finish
```
==> flow.log <==
[flow] collecting metrics
[metrics] result of the run: finished, violations left
[metrics] violations in the final reports: hold timing
[metrics] largest net degree at the start of global routing: 36
[metrics] antenna-violating nets left: 0
[metrics] # rows: 34
[metrics] pin slew with the least headroom to its limit: 0.197 ns
[metrics] First DRT Iteration DRCs: 38
[metrics] classification of the worst-slack hold path: in2async
[metrics] Floorplan Core Area: 8680 µm²
[metrics] TritonCTS clock tree: done
[metrics] Critical path buffers and inverters: 1
[metrics] series of cell instances along the critical path: buf_2
[metrics] Slew headroom: 86.9%
[metrics] yosys-reported design area after synthesis: 876 µm²
[metrics] flip-flop and latch count after synthesis: 35
[metrics] antenna violations before repair: 0
[metrics] number of warnings printed during yosys synthesis: 1
[metrics] kind of launch point of the worst setup path: register
[metrics] family with the most delay on the worst path: flip-flops
[metrics] total antenna diodes in the routed design: 0
[metrics] die width: 114 µm
[metrics] Final setup viols: 0
[metrics] fmax: 1010 MHz
[metrics] Lkg Pwr: 0.000747 µW
[metrics] Pre-Repair DR Iteration Count: 2
[metrics] Crit. End Element: output pin
[metrics] count of pins on the block boundary: 72
[metrics] wire length of the first global-routing pass: 4.62 mm
[metrics] critical path launch point: data1_out[2]
[metrics] overall fraction of global-route tracks in use: 4.78%
[metrics] H-tree levels: 2
[metrics] vias per cell: 2.77
[metrics] unrepaired setup endpoints after global routing: yes
[metrics] layout cell share with drive strength beyond 1: 37.7%
[metrics] total cells reported by yosys after synthesis: 35
[metrics] maximum cell stage delay along the critical path: 0.39 ns
[metrics] per-cell routed wire length: 14.2 µm
[metrics] starting utilization of the core area: 10.1%
[metrics] Power Dens Cells: 1780 nW/µm²
[metrics] Syn-to-layout area delta: 90.0%
[metrics] CTS sink cnt: 35
[metrics] Worst Hold Margin: -0.143 ns
[metrics] count of multi-input gates: 0
[metrics] root cell of the clock tree: sky130_fd_sc_hd__clkbuf_8
[metrics] number of buffers on the longest clock path: 2
[metrics] Tool Warnings: 29
[metrics] cell depth of the worst setup path: 1
[metrics] die footprint: 13000 µm²
[metrics] crit path kind: reg2out
[metrics] Period minus WS final: 0.993 ns
[metrics] clock buffer count from CTS: 5
[metrics] sequential share of the synthesized area: 100%
[metrics] slowest CP cell: sky130_fd_sc_hd__dfrtp_1
[metrics] maximum vdd drop: 0.591 mV
[metrics] placed cell area: 1740 µm²
[metrics] worst-path fanout max: 1
[metrics] post-route design area: 1660 µm²
[metrics] synthesized instance count: 35
[metrics] count of maximum capacitance violations: 0
[metrics] Combinational Area: 0 µm²
[metrics] final wirelength: 3.16 mm
[metrics] number of global-route vias before repair: 718
[metrics] final clock period utilization by the worst path: 99.3%
[metrics] Post-CTS Setup Bufs: 0
[metrics] Worst-path clk slew: 0.08 ns
[metrics] port buffer count: 71
[metrics] fill cell total of the finished layout: 963
[metrics] Final Hold Vio Count: 35
[metrics] sum of negative setup slack: 0 ns
[metrics] cell area after synthesis: 876 µm²
[metrics] synthesized area divided by synthesized cell count: 25.0 µm²
[metrics] Remaining DRCs: 0
[metrics] Critical Path Sink: data1_out[2]
[metrics] gr ovfl total: 0
[metrics] die height: 114 µm
[metrics] Slew Viols, Final: 0
[metrics] Cell variety after synth: 1
[metrics] placer congestion estimate: 0.628
[metrics] critical path data required time: 0.80 ns
[metrics] arrival time at the worst endpoint: 0.79 ns
[metrics] DR vias: 614
## cell families after synthesis
group	share of synthesized area, %
DFF	100
## layer usage
metal / global-route usage [%] / share of wire (%) / up-vias / wire length (µm)
li1: - / - / 262 / -
met1: 5.66 / 39 / 290 / 1230
met2: 6.49 / 40 / 58 / 1270
met3: 4.31 / 20 / 4 / 626
met4: 0.585 / 0.79 / 0 / 25
met5: 0 / 0 / - / 0
## synth_stat cells
master                    count  area [µm²]
sky130_fd_sc_hd__dfrtp_1     35         876
## state kept, by name, indices dropped and copies added (netlist names)
name / cells
Imm_result_out: 8
data1_out: 8
regWrite: 1
PC_out: 8
Alusrc: 1
SourceAddress: 3
PCsrc: 1
Alucntrl: 1
WriteAddress: 3
Memtoreg: 1
## cells in the final DEF, fill, tap and decap left out
cell	synthesis	routed
sky130_fd_sc_hd__buf_2	0	36
sky130_fd_sc_hd__dfrtp_1	35	35
sky130_fd_sc_hd__clkdlybuf4s50_1	0	35
sky130_fd_sc_hd__clkbuf_8	0	5
sky130_fd_sc_hd__clkbuf_1	0	1
sky130_fd_sc_hd__bufinv_16	0	1
sky130_fd_sc_hd__buf_12	0	1
## stage by stage
stage	utilization, %	hold WS [ns]	instances	setup slack [ns]	total power, µW
finish	19.2	-0.143	222	0.00725	2960
global route	19.2	-0.145	222	-0.0362	3140
CTS	19.2	-0.144	222	-0.0114	3050
detailed placement	20.0	0.179	215	-0.0165	1850
global placement	20.0	0.171	215	-0.0259	1850
floorplan	-	-0.0956	35	0.488	1510
## repair_timing
action,4_1_cts,5_1_grt
endpoints found under the setup margin,35,11
pin swaps,0,0
gates resized,108,0
hold endpoints to repair,35,35
## how the worst min path moves through the flow
stage,end,cells past startpoint,from,slack (ns)
4_1_cts,PCsrc,2,reset,-0.14
5_1_grt,PCsrc,2,reset,-0.14
6_report,Memtoreg,2,reset,-0.14
## final cells by class
cell class,count,area (µm²),share of cell area (%)
Clock buffer,6,72.6,4.36
Clock inverter,1,30.0,1.80
Sequential cell,35,876,52.6
Tap cell,108,135,8.12
Timing Repair Buffer,72,551,33.1
## report_power, final
| part | leakage (µW) | internal (µW) | switching (µW) | total [µW] |
|---|---|---|---|---|
| Sequential | 0.000408 | 1490 | 15.4 | 1500 |
| Clock | 0.0000513 | 731 | 489 | 1220 |
| Combinational | 0.000288 | 173 | 64.0 | 237 |
| Total | 0.000747 | 2390 | 568 | 2960 |
Power and IR drop assume default switching activity.
