==> flow/run.sh <==
#!/bin/bash
# OpenROAD 26Q1-2900-gdf79404cd8, Yosys 0.63+post, stock flow scripts
make -C /OpenROAD-flow-scripts/flow DESIGN_CONFIG=/design/flow/config.mk WORK_HOME=/design/flow/orfs finish
==> flow/config.mk <==
export PLATFORM = sky130hd
export DESIGN_NAME = RegisterFile
export DESIGN_NICKNAME = RegisterFile
export VERILOG_FILES = /design/flow/design.v
export SDC_FILE = /design/flow/constraint.sdc
export NUM_CORES = 4
export LEC_CHECK = 1
export CORE_AREA = 10 10 104 104
export DIE_AREA = 0 0 114 114
==> flow/constraint.sdc <==
current_design RegisterFile

set clk_period 1.7
set clk_io_pct 0.2

create_clock -name clk0 -period $clk_period

set non_clock_inputs [all_inputs -no_clocks]
set_input_delay [expr $clk_period * $clk_io_pct] -clock clk0 $non_clock_inputs
set_output_delay [expr $clk_period * $clk_io_pct] -clock clk0 [all_outputs]
==> flow/design.v <==
`timescale 1ns / 1ps
module RegisterFile(
     input clk, reg_write_en, reset,
     input [2:0] RegReadAddr1,
     input [2:0] RegWriteAddr,
     input [7:0] RegWriteData,
     output [7:0] RegReadData1
     );
     reg [7:0] RegMemory[31:0];
     integer k; 
     always@(*)
     begin
         if(reg_write_en) 
            RegMemory[RegWriteAddr] <= RegWriteData;
         if(reset)
             begin
                 for(k = 0; k < 32; k = k + 1)
                 RegMemory[k] <= k;
             end
     end 
          assign   RegReadData1 = RegMemory[RegReadAddr1];
endmodule
==> flow_summary.json <==
{
  "synth.avg_cell_area_um2": 10.56,
  "routed_wl_mm": 4.133,
  "fin_crit_ns": 1.701,
  "grt_max_degree": 20,
  "hold_viol_final": 0,
  "yosysTopAreaCell": "dlxtn_1",
  "reg_top3": "RegMemory x64",
  "gr-usage-all-layers_pct": 6.268,
  "slowest_delay_ns": 0.18,
  "core_area_um2": 8678,
  "wl_per_cell_um": 13.69,
  "yosys_area_um2": 1689,
  "cp-startpoint": "RegReadAddr1[1]",
  "holdWs_ns": 1.091,
  "syn_to_final_growth_pct": 36.30,
  "via_per_inst": 4.212,
  "slowest_stage": "o22a_1",
  "cts_hold_buf": 0,
  "synth_area_um2": 1689,
  "grt_pass1_vias": 1333,
  "antenna_cells": 0,
  "antenna_found_initial": 0,
  "io_pins": 25,
  "power_uw": 455.4,
  "die_w_um": 114,
  "p_leak_nw": 1.023,
  "crit_buf_inv": 5,
  "grt_pass1_wl_mm": 6.713,
  "hp-start": "RegReadAddr1[1]",
  "path_max_fanout": 7,
  "rsz0062_at_grt": "yes",
  "setup_viol": 1,
  "synth_cell_types": 25,
  "pre_cts_slack_ns": -0.8329,
  "warning_count": 35,
  "crit_chain": "buf_8, buf_6, buf_12, buf_6, mux2i_1, o22ai_1, o22a_1, buf_2",
  "drive_above_1_share_pct": 27.32,
  "cp_data_required_time_ns": 1.36,
  "num_vias": 1272,
  "path_common_cell": "buf_6",
  "tightest_slew_ns": 0.8129,
  "drt_iter0_drc": 23,
  "netlist_instances": 160,
  "die_y_um": 114,
  "yosys-top-cells-area": "dlxtn_1 (57%), mux2i_1 (11%), nor2b_1 (4.1%)",
  "ys.warnings.count": 2,
  "dp_hpwl_mm": 2.877,
  "ys_cells": 160,
  "placementRows": 34,
  "lay_top_cells": "dlxtn_1 (64), mux2i_1 (17), clkdlybuf4s50_1 (13)",
  "fmax_mhz": 587.8,
  "fp_util_pct": 19.46,
  "maxCapViolations": 0,
  "final_antenna_net_count": 0,
  "largest_reg_flops": 64,
  "timing.final.ws_setup_ns": -0.001177,
  "ys_seq_elements": 64,
  "port_buffers": 24,
  "top_register": "RegMemory",
  "vdd_drop_max_uv": 57.03,
  "drt_pre_antenna_iters": 4,
  "worstSetupStartpointType": "primary input",
  "chip_area_um2": 13000,
  "relSlewSlack_pct": 45.55,
  "cp_top_family": "buffers and inverters",
  "gp_congestion": 0.7913,
  "endpoint_kind": "output port",
  "top_area_share_pct": 56.89,
  "crit_type": "in2out",
  "violations": "negative setup slack",
  "route.detailed.drc": 0,
  "overflow": 0,
  "tns_ns": -0.001177,
  "power_density_nw_per_um2": 197.8,
  "status": "complete, but fails checks",
  "hold_path.class": "in2out",
  "timing.final.crit_share_pct": 100.1,
  "unclocked_pins": 64,
  "unconstrained_endpoints": 64,
  "final_common_cell": "dlxtn_1",
  "arrival_ns": 1.36,
  "slew_viol_final": 0
}
[cell families (layout without fill, tap and decap cells)]
kind of cell / after synthesis / count (layout) / synth area share (%)
latches: 64 / 64 / 56.89
AND/OR/NAND/NOR: 33 / 33 / 11.56
AND-OR/OR-AND: 31 / 31 / 13.04
multiplexers: 21 / 21 / 14.00
buffers and inverters: 11 / 45 / 4.518
[cells in the mapped netlist]
| master | n |
|---|---|
| clkbuf_1 | 2 |
| o22a_1 | 5 |
| a21oi_1 | 6 |
| nand2b_1 | 2 |
| a211o_1 | 2 |
| mux2i_1 | 18 |
| or3_1 | 1 |
| a22o_1 | 1 |
| buf_2 | 4 |
| nor2b_1 | 11 |
| o32a_1 | 1 |
| or2_2 | 3 |
| mux2_2 | 1 |
| o22ai_1 | 5 |
| dlxtn_1 | 64 |
| nand2_1 | 3 |
| and3_1 | 1 |
| buf_6 | 4 |
| nor3b_1 | 7 |
| a41oi_1 | 1 |
| a211oi_1 | 6 |
| inv_1 | 1 |
| a31oi_1 | 4 |
| mux4_2 | 2 |
| nor2_1 | 5 |
[worst min-delay path: stages]
cell	delay, ns
buf_8	0.08
buf_4	0.10
a211o_1	0.10
a21oi_2	0.05
clkbuf_2	0.09
[metal layers]
metal / vias up / routed length (um) / GRT usage, %
met2: 33 / 1883 / 10.29
li1: 636 / - / -
met5: - / 0 / 0
met3: 2 / 259 / 1.435
met4: 0 / 19 / 0.4177
met1: 601 / 1970 / 8.636
[worst paths after layout]
| path | depth (start not counted) | end | slack, ns |
|---|---|---|---|
| worst max-delay path | 8 | RegReadData1[5] | -0.001 |
| worst min-delay path | 5 | RegReadData1[7] | 1.09 |
[report_power, final]
group / total (mW) / internal (mW) / switching (mW)
sequential: 0.125 / 0.115 / 0.00943
combinational: 0.331 / 0.176 / 0.155
clock: 0 / 0 / 0
total: 0.455 / 0.291 / 0.164
[final cells by class]
| cell class | count | area [um2] |
|---|---|---|
| timing repair buffer | 44 | 461.7 |
| sequential | 64 | 960.9 |
| multi-input combinational | 85 | 740.7 |
| tap | 108 | 135.1 |
| fill | 923 | 6376 |
| inverter | 1 | 3.754 |
[repair_timing]
action,in CTS,in global routing
hold endpoints to repair,0,0
endpoints found under the setup margin,8,8
pin swaps,14,9
gates cloned,1,0
buffers inserted,13,2
gates resized,67,9
[metrics by stage]
| step | cells | util [%] | cell area, um2 |
|---|---|---|---|
| after floorplan | 160 | - | 1689 |
| after global placement | 289 | 23.99 | 2082 |
| after detailed placement | 289 | 23.99 | 2082 |
| after CTS | 303 | 26.30 | 2282 |
| after global routing | 302 | 26.53 | 2302 |
| final | 302 | 26.53 | 2302 |
